[./constraint.sdc]
current_design antirebote

set clk_period 2.2
set clk_io_pct 0.2

create_clock -name clk0 -period $clk_period [get_ports {clk}]

set non_clock_inputs [all_inputs -no_clocks]
set_input_delay [expr $clk_period * $clk_io_pct] -clock clk0 $non_clock_inputs
set_output_delay [expr $clk_period * $clk_io_pct] -clock clk0 [all_outputs]
[./design.v]
module antirebote (
    input wire clk,
    input wire rst,
    input wire btn_in,  
    output reg btn_out  
);
    reg [15:0] contador;
    reg btn_sync;
    parameter limite = 50000;  
    always @(posedge clk or posedge rst) begin
        if (rst) begin
            contador <= 0;
            btn_sync <= 0;
            btn_out <= 0;
        end
        else begin
            btn_sync <= btn_in;
            if (btn_sync != btn_out) begin
                if (contador >= limite) begin
                    btn_out <= btn_sync;  
                    contador <= 0;        
                end
                else begin
                    contador <= contador + 1;  
                end
            end
            else begin
                contador <= 0;  
            end
        end
    end
endmodule
[./run.sh]
#!/bin/bash
# OpenROAD 26Q1-2900-gdf79404cd8, Yosys 0.63+post, stock flow scripts
make -C /OpenROAD-flow-scripts/flow DESIGN_CONFIG=/design/flow/config.mk WORK_HOME=/design/flow/orfs finish
[./config.mk]
export PLATFORM = sky130hd
export DESIGN_NAME = antirebote
export DESIGN_NICKNAME = antirebote
export VERILOG_FILES = /design/flow/design.v
export SDC_FILE = /design/flow/constraint.sdc
export NUM_CORES = 4
export LEC_CHECK = 1
export CORE_AREA = 10 10 80 80
export DIE_AREA = 0 0 90 90
==> metrics.cfg <==
[logic_synthesis]
ys_sh_aoi_pct=7.17
netlist_area_um2=907
xor_area_share_pct=11.6
ys_chip_area_um2=907
synth_cell_types=26
logic_family=simple AND/OR/NAND/NOR gates
synthAdderAreaFrac_pct=2.76
async_reset_ff_share_pct=100
yosys_cells=91
ys_seq_share_pct=49.7
ys_ff=18
synthCells=91
mux_area_share_pct=1.24
edf_count=0
ys_sh_simple_pct=24.3
syn_area_per_cell_um2=9.97
ys_warn_count=1
synthFlopType=dfrtp_1

[pwr]
power_w=0.000588
powerDensity_mw_per_mm2=552
ir_drop_uv=303
p_leak_nw=0.432

[finish]
mostFrequentLayoutCells=dfrtp_1, nor2_1, inv_1
final_cells=164
postLayoutCellArea_mm2=0.00107
finish.utilization_pct=22.6
lay_top_count=dfrtp_1
drive_above_1_share_pct=9.28
area_growth_pct=17.5

[sta]
fin_crit_sh_pct=77.4
max_clock_freq_mhz=587
finalMaxSlewViolations=0
tns_ns=0
slew_headroom_pct=54.3
setup_viol=0
clock_skew_ns=0.000787
grt_setup_unrepaired=false
period_needed_ns=1.70
hold_viol=0
worst_pin_slew_ns=0.685

[floorplanning]
die_w_um=90
ioPinCount=4
fp-utilization_pct=19.2
fp.coreArea_mm2=0.00472
num_rows=25
fp.dieArea_mm2=0.00810
die.size.y_um=90

[cts]
clock_latency_ns=0.24
cts_buffers=3
postCtsResizedCells=0
cts.reportedPaths.clkPinSlew_ns=0.06
clock_path_buffers=2
cts_tree=yes
cts_root_buffer=clkbuf_8
htree_levels=1
cts.sinks=18
post_cts_buffers=0
hold_buffers=0

[placed_design]
placed_area_mm2=0.00102
gp_congestion=0.858
dp_cells=161
hpwlAfterDp_um=1100
io_buffers=3

[setup_path]
required_ns=2.37
r2r-start=contador[0]
reg2regPathDepth=5
reg2reg_slack_ns=0.50
slowest_stage=or4_1
worstPathMaxFanout=5
path_delay_family=simple AND/OR/NAND/NOR gates
crit_buf_inv=0
timing.rr.end=contador[14]
crit_path_start_kind=register
cp_cell_sequence=ha_1 > nand3_1 > or2_4 > or4_1 > a21oi_1
worstPathArrival_ns=1.88
critPathKind=register to register
worst_path_largest_cell_delay_ns=0.46
cp-end-kind=register

[grt]
track_usage_pct=4.15
grt_max_degree=19
grt_pass1_wl_um=2910
first_global_vias=675
antenna_found_initial=0
grt_overflow=0

[worst_hold_path]
min_to=contador[0]
min_from=contador[0]
holdPathStages=1
hp-class=register to register

[flow_run]
warning_count=27
maxCapViolations=0

[detailed_routing]
drc=0
drtPass1Iterations=2
viasPerCell=3.80
n_antenna_cell=0
post_drt_wl_per_cell_um=9.18
ant_nets=0
first_iter_violations=33
vias=623
routed_wl_um=1510

[run_status]
outcome=complete, no violations

==> synth_stat cells, types with 3 or more instances <==
library cell   n  area share, %
a21oi_1        4            2.2
dfrtp_1       18             50
inv_1          7            2.9
nand2_1        5            2.1
nand3_1        4            2.2
nor2_1        13            5.4
nor3_1         3            1.7
o21ai_0        3            1.7
xnor2_1        6            5.8
xor2_1         6            5.8
==> sequential cells by signal, indices dropped and copies added, names as in the netlist <==
register and cells:
btn_out 1, contador 16, btn_sync 1
==> area by class of cell <==
| type | count | area [um^2] |
|---|---|---|
| Tap cell | 67 | 83.8 |
| Inverter | 7 | 26.3 |
| Clock buffer | 3 | 41.3 |
| Fill cell | 495 | 3660 |
| Sequential cell | 18 | 450 |
| Multi-Input combinational cell | 65 | 427 |
| Timing Repair Buffer | 4 | 37.5 |
==> worst reg2reg max path: cells and delay by family, from the launching register on <==
kind	cells	cell delay, ns
flops	1	0.40
fa+ha+maj	1	0.23
compound gates	1	0.15
simple gates	3	0.85
==> how the worst max path moves through the flow <==
stage | start | endpoint | depth (start not counted)
6_report | contador[0] | contador[14] | 5
5_1_grt | contador[0] | contador[14] | 5
4_1_cts | contador[0] | contador[14] | 5
==> routing by layer <==
metal	vias to the layer above	GRT usage, %	wire, um
li1	323	-	-
met1	295	5.70	784
met2	5	6.60	660
met3	0	1.34	62
met4	0	0.133	0
met5	-	0	0
==> cells by family (layout without fill, tap and decap cells) <==
family | after synthesis | in the layout
buffers and inverters | 8 | 14
multiplexers | 1 | 1
flip-flops | 18 | 18
adder cells (fa/ha/maj) | 2 | 2
XOR/XNOR | 12 | 12
AND-OR/OR-AND | 11 | 11
AND/OR/NAND/NOR | 39 | 39
==> power breakdown <==
part           internal (W)  switching [W]  total (W)
sequential         0.000336     0.00000610   0.000343
clock              0.000121      0.0000960   0.000217
combinational     0.0000105      0.0000178  0.0000283
==> metrics by stage <==
step                      hold WS [ns]  setup WS [ns]
final                            0.501          0.498
after global routing             0.544          0.304
after CTS                        0.507          0.492
after detailed placement         0.499          0.501
after global placement           0.486          0.526
after floorplan                  0.379          0.580
Power and IR drop assume default switching activity.
