File: design/flow/design.v
module fsm_estacionamiento (
    input wire clk,
    input wire reset,
    input wire [1:0] sensor,   
    output reg entrada,
    output reg salida
);
  localparam [1:0] IDLE = 2'b00, A_ON = 2'b10, AB_ON = 2'b11, B_ON = 2'b01;
  localparam [9:0] PATH_ENTRADA = {IDLE, A_ON, AB_ON, B_ON, IDLE};
  localparam [9:0] PATH_SALIDA = {IDLE, B_ON, AB_ON, A_ON, IDLE};
  reg [1:0] state, next_state;
  reg [9:0] path;
  reg match_entrada, match_salida;
  always @(*) begin
    next_state = state;   
    case (state)
      IDLE: begin
        if (sensor == A_ON) next_state = A_ON;
        else if (sensor == B_ON) next_state = B_ON;
      end
      A_ON: begin
        if (sensor == AB_ON) next_state = AB_ON;
        else if (sensor == IDLE) next_state = IDLE;
      end
      AB_ON: begin
        if (sensor == B_ON) next_state = B_ON;   
        else if (sensor == A_ON) next_state = A_ON;   
        else if (sensor == IDLE) next_state = IDLE;   
      end
      B_ON: begin
        if (sensor == IDLE) next_state = IDLE;
        else if (sensor == AB_ON) next_state = AB_ON;
      end
      default: next_state = IDLE;
    endcase
  end
  always @(posedge clk or posedge reset) begin
    if (reset) begin
      state = IDLE;
      path = 10'b0;
      entrada = 0;
      salida = 0;
    end else begin
      entrada = 0;
      salida = 0;
      path = {path[7:0], sensor};
      if (path == PATH_ENTRADA)   
        entrada = 1;
      else if (path == PATH_SALIDA)   
        salida = 1;
    end
  end
endmodule
File: design/flow/config.mk
export PLATFORM = sky130hd
export DESIGN_NAME = fsm_estacionamiento
export DESIGN_NICKNAME = fsm_estacionamiento
export VERILOG_FILES = /design/flow/design.v
export SDC_FILE = /design/flow/constraint.sdc
export NUM_CORES = 4
export LEC_CHECK = 1
export CORE_AREA = 10 10 70 70
export DIE_AREA = 0 0 80 80
File: design/flow/constraint.sdc
current_design fsm_estacionamiento

set clk_period 1.6
set clk_io_pct 0.2

create_clock -name clk0 -period $clk_period [get_ports {clk}]

set non_clock_inputs [all_inputs -no_clocks]
set_input_delay [expr $clk_period * $clk_io_pct] -clock clk0 $non_clock_inputs
set_output_delay [expr $clk_period * $clk_io_pct] -clock clk0 [all_outputs]
File: design/flow/run.sh
#!/bin/bash
# OpenROAD 26Q1-2900-gdf79404cd8, Yosys 0.63+post, stock flow scripts
make -C /OpenROAD-flow-scripts/flow DESIGN_CONFIG=/design/flow/config.mk WORK_HOME=/design/flow/orfs finish
==> impl_metrics.csv <==
group,metric,value,unit
run_status,status,"completed",
logic_synthesis,top_area_cell,"dfrtp_1",
global_route,use_met3,0.0216,
setup_path,cp_max_fo,1,
global_route,grt_pass1_vias,183,
timing,final_max_slew_viol_count,0,
logic_synthesis,ys_types,4,
floorplan,fp.dieW,80,µm
setup_path,slowest_delay,0.46,ns
route,firstDrtPassIters,2,
setup_path,path_buffers,1,
route,ant_nets,0,
floorplan,ios,6,
route,via_count,155,
cells_and_area,lay_top_cells,"10 x dfrtp_1, 5 x clkdlybuf4s50_1, 3 x nand4bb_1, 3 x clkbuf_4, 2 x nor4_1",
route,drc,0,
timing,period_needed,1.38,ns
global_route,antenna_found_initial,0,
global_route,gr-usage-all-layers,0.0187,
clock_network,cts_tree,"done",
route,drtIter0Drc,4,
floorplan,core-area,3420,µm²
global_route,grt_most_used_layer,"met1",
logic_synthesis,seq_area_frac_synth,0.833,
clock_network,postCtsResizedCells,0,
cells_and_area,final_core_util,0.130,
timing,min_period_over_period,0.863,
logic_synthesis,syn_area_per_cell,18.8,µm²
setup_path,critPathLaunchType,"register",
route,wl,478,µm
floorplan,die_area,6400,µm²
floorplan,rows,21,
clock_network,clkSinkCount,10,
route,diodes,0,
clock_network,htreeDepth,1,
logic_synthesis,ys_cells,16,
min_path,hold_path_class,"input port to async pin",
placement,gp_congestion,0.714,
global_route,met1_usage,0.0279,
setup_path,endpoint_kind,"output pin",
setup_path,r2r_slack,0.71,ns
logic_synthesis,ys_area,300,µm²
logic_synthesis,ys_top_cells_by_area,"dfrtp_1 83%, nand4bb_1 11%, nor4_1 4.2%",
setup_path,cp_top_family,"buffers and inverters",
setup_path,cpMaxStageDelayCell,"clkdlybuf4s50_1",
setup_path,path_cells,"clkdlybuf4s50_1",
timing,rsz0062_at_grt,"false",
logic_synthesis,synthesis.area,300,µm²
timing,finClkSkew,0.00545,ns
placement,port_buffers,5,
timing,max_freq,0.724,GHz
clock_network,cts_inserted_buffers,3,
logic_synthesis,synth_flops,10,
cells_and_area,layout_top_cell,"dfrtp_1",
clock_network,cts_setup_buffers,0,
timing,setup_tns,0,ns
timing,max_slew.worst_pin.slew,0.360,ns
flow_run,warnings,25,
timing,max_slew_margin,0.760,
logic_synthesis,yosys_warnings,1,
floorplan,die_h,80,µm
power,vdd_drop_max,0.592,mV
setup_path,cp.arrival,1.06,ns
setup_path,critPathRequiredTime,1.28,ns
cells_and_area,final_layout_size_suffix_gt1_frac,0.160,
global_route,met2_usage,0.0144,
global_route,overflow,0,
logic_synthesis,postSynthCellCount,16,
power,powerDensity,1140,nW/µm²
clock_network,clk_path_buf_depth,2,
global_route,grt_pass1_wl,897,µm
global_route,grt_start_max_net_pins,11,
timing,setup_viol_count_final,0,
flow_run,drv_cap,0,
route,viasPerCell,2.18,
clock_network,cts_hold_buffers,0,
floorplan,fp-utilization,0.0879,
clock_network,clk_pin_slew_worst_paths,0.07,ns
power,p_leak,0.172,nW
clock_network,cts_root_buf,"clkbuf_4",
cells_and_area,area_growth,47.9,%
setup_path,path_class,"register to output pin",
clock_network,clock_latency,0.26,ns
logic_synthesis,top_area_frac,0.833,
route,wire_per_inst,6.73,µm
timing,hold_viol,0,
## synthesized netlist by cell type (all sizes together)
| cell | instances |
|---|---|
| dfrtp | 10 |
| inv | 1 |
| nand4bb | 3 |
| nor4 | 2 |
## state kept, by name, indices dropped and copies added (netlist names)
| name | count |
|---|---|
| entrada | 1 |
| path | 8 |
| salida | 1 |
## report_power, final
part	switching [mW]	leakage [nW]	internal (mW)	total (mW)
clock	0.0827	0.0210	0.138	0.221
combinational	0.00667	0.0298	0.00978	0.0165
sequential	0.00651	0.121	0.263	0.270
total	0.0959	0.172	0.411	0.507
## through the flow
stage          power (mW)  cells  setup slack, ns  cell area, µm²  hold WS, ns
2_1_floorplan       0.280     16            0.794             300        0.160
3_3_place_gp        0.290     67            0.284             408        0.371
3_5_place_dp        0.291     67            0.268             408        0.369
4_1_cts             0.515     71            0.206             444        0.342
5_1_grt             0.539     71            0.159             444        0.375
6_report            0.507     71            0.219             444        0.341
## final cells by class
| class | count | area, µm² |
|---|---|---|
| flip-flops and latches | 10 | 250 |
| well taps | 46 | 57.6 |
| clock buffers | 4 | 36.3 |
| fillers | 392 | 2970 |
| multi-input cells | 5 | 46.3 |
| repair buffers | 5 | 50.0 |
| inverters | 1 | 3.75 |
## logic make-up after synthesis
kind of cell           synth area share
DFF                               0.833
buffers and inverters            0.0125
and+or+nand+nor                   0.154
## per-layer routing
| layer | vias to the layer above | routed length [µm] |
|---|---|---|
| met3 | 0 | 122 |
| met1 | 71 | 240 |
| met4 | 0 | 0 |
| met5 | - | 0 |
| met2 | 9 | 115 |
| li1 | 75 | - |
## worst paths after layout
check,startpoint,to,depth (start not counted)
setup / recovery,salida,salida,1
max in group asynchronous,reset,path[4],2
min in group clk0,path[5],path[7],0
hold / removal,reset,salida,2
hold reg to reg,path[5],path[7],0
setup reg to reg,path[3],salida,2
No activity file was given, so power comes from the tool's default toggle rates.
